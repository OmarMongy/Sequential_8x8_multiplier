==> constraint.sdc <==
current_design reg16

set clk_period 1.1
set clk_io_pct 0.2

create_clock -name clk0 -period $clk_period [get_ports {clk}]

set non_clock_inputs [all_inputs -no_clocks]
set_input_delay [expr $clk_period * $clk_io_pct] -clock clk0 $non_clock_inputs
set_output_delay [expr $clk_period * $clk_io_pct] -clock clk0 [all_outputs]
==> config.mk <==
export PLATFORM = sky130hd
export DESIGN_NAME = reg16
export DESIGN_NICKNAME = reg16
export VERILOG_FILES = /design/flow/design.v
export SDC_FILE = /design/flow/constraint.sdc
export NUM_CORES = 4
export LEC_CHECK = 1
export CORE_AREA = 10 10 91 91
export DIE_AREA = 0 0 101 101
==> run.sh <==
#!/bin/bash
# OpenROAD 26Q1-2900-gdf79404cd8, Yosys 0.63+post, stock flow scripts
make -C /OpenROAD-flow-scripts/flow DESIGN_CONFIG=/design/flow/config.mk WORK_HOME=/design/flow/orfs finish
==> design.v <==
module reg16 (
input clk ,sclr_n ,clk_ena ,
input [15:0] datain,
output reg[15:0] reg_out
);
always @(posedge clk) begin
 case ({clk_ena,sclr_n}) 
  2'b00 : reg_out = reg_out;
  2'b01 : reg_out = reg_out;
  2'b10 : reg_out = 16'b 0000_0000_0000_0000;
  2'b11 : reg_out = datain ;
endcase
end
endmodule
==> ci_impl_report.md <==
## Synthesis and layout report

| Metric | Value |
|---|---|
| Summed standard-cell area reported by yosys | 606.8 µm² |
| Area of the mapped netlist | 606.8 µm² |
| Overall fraction of global-route tracks in use | 3.237% |
| Hold WS | 657.5 ps |
| Setup violations, final | 0 |
| Largest cells by area after synthesis | edfxtp_1 (79%), and3_1 (13%), and3_2 (3.7%) |
| YS warnings | 1 |
| Worst-path maximum fanout | 1 |
| Total buffers and inverters traversed by the critical path | 1 |
| Final critical-path share of the clock period | 97.01% |
| Post-synthesis cell type with the largest combined area | edfxtp_1 |
| WS Path Type | reg2out |
| Die span in x | 101 µm |
| CTS Buf Count | 3 |
| Total antenna diodes in the routed design | 0 |
| Post-route total power | 1.324 mW |
| Layout cell share with drive strength beyond 1 | 12.33% |
| First DRT Iteration DRCs | 8 |
| Largest net degree at the start of global routing | 33 |
| Max reg flops | 16 |
| Number of sinks on the clock net | 16 |
| Area Growth Syn to Fin | 80.82% |
| Count of placed standard cells in the final layout, fillers left out | 150 |
| Mean number of vias per cell | 2.800 |
| OpenROAD warning count | 25 |
| Synthesized flop and latch total | 16 |
| Total gr overflow | 0 |
| Post-synthesis cell count from yosys | 35 |
| Worst path cell trace | dlygate4sd2_1 |
| Routed length per placed instance | 10.79 µm |
| Post-synth top area share | 79.18% |
| DRC Markers | 0 |
| Unique cell types | 6 |
| Final TNS setup | 0 ps |
| Max H-tree Level | 1 |
| Top Ports | 35 |
| Count of final max-slew check failures | 0 |
| Total leakage power | 0.4288 nW |
| Final worst-path setup slack | 32.93 ps |
| Count of buffers added by post-CTS timing repair for setup | 0 |
| Slew margin rel. | 91.20% |
| Pre-CTS setup slack | -197.1 ps |
| Maximum vdd ir drop | 0.5271 mV |
| Signal arrival time at the worst endpoint | 850 ps |
| Number of antenna violations at the first check in global routing | 0 |
| Clk pin slew, worst setup/hold paths | 60 ps |
| Vias | 420 |
| Data required, critical path | 880 ps |
| Highest cell delay on the worst timing path | 340 ps |
| Power per cell area | 1206 nW/µm² |
| Slowest cell on the critical path | edfxtp_1 |
| Worst hold path type | in2reg |
| Core area | 6350 µm² |
| Final wirelength | 1618 µm |
| Element type at the critical path end | output port |
| RSZ-0062 raised after global routing | no |
| Via count of the first global-routing pass | 447 |
| Post-layout minimum cycle time | 1067 ps |
| Buffers added on ports | 34 |
| Fill cells | 684 |
| Startpoint type of the worst setup path | flop |
| Transition at the pin with the smallest max-transition slack | 132.0 ps |
| Kind of cell adding the most delay to the critical path | flip-flops |
| Status | finished clean |
| Placed cells | 146 |
| CTS root buffer | clkbuf_8 |
| Placer's final routability congestion estimate | 0.6921 |
| Wire length of the first global-routing pass | 2490 µm |
| Cell count after synthesis | 35 |
| Maximum clock path buffer count | 2 |
| Die height | 101 µm |
| TritonCTS clock tree | yes |
| Rows | 29 |
| Die area | 10200 µm² |
| Highest achievable clock rate | 937.1 MHz |
| Fraction of the yosys area taken by sequential cells | 79.18% |
| Area of all sequential standard cells | 480.5 µm² |
| Total of max-cap violations | 0 |
| Remaining antenna violation count | 0 |
| Number of search-and-repair iterations in the first detailed-routing pass | 4 |
| Starting density of the core | 9.557% |
| Final number of hold-violating endpoints | 0 |
| Multi-input gate area | 103.9 µm² |
| Mean post-synth cell area | 17.34 µm² |
==> logic make-up after synthesis <==
family        share of synthesized area [%]
simple gates                          17.11
buf+inv                               3.711
flops                                 79.18
==> Yosys cell counts <==
master and count:
and3_1 13, and3_2 3, buf_4 1, buf_6 1, clkbuf_1 1, edfxtp_1 16
==> worst paths after layout <==
path / startpoint / endpoint / depth (start not counted)
worst min-delay path: datain[5] / reg_out[5] / 2
worst max-delay path: reg_out[9] / reg_out[9] / 1
==> where the power goes <==
group          leakage [nW]  internal (mW)  switching [mW]
clock network        0.0231          0.247           0.178
logic                 0.253          0.124          0.0476
registers             0.153          0.718         0.00917
==> what timing repair did <==
item | in CTS | in global routing
endpoints found under the setup margin | 16 | 13
pin swaps | 0 | 0
gates resized | 16 | 13
cloned | 0 | 0
hold buffers | 0 | 0
==> placed cells by master, fill, tap and decap left out <==
cell and count:
buf_12 1, and3_1 13, clkdlybuf4s15_1 13, and3_2 3, clkinv_1 1, edfxtp_1 16, buf_4 2, clkdlybuf4s50_1 18
dlygate4sd2_1 3, clkbuf_8 3
==> metrics by stage <==
step	utilization [%]	instance area, µm²
floorplan	-	606.8
global placement	16.63	1056
detailed placement	16.63	1056
CTS	17.02	1081
global route	17.28	1097
finish	17.28	1097
==> layer usage <==
metal | up-vias | wire length [µm] | GRT usage (%)
li1 | 211 | - | -
met1 | 178 | 693 | 4.062
met2 | 29 | 600 | 4.177
met3 | 2 | 315 | 2.980
met4 | 0 | 8 | 0.2144
met5 | - | 0 | 0
==> area by class of cell <==
type | instances | area share, %
flip-flops and latches | 16 | 43.79
well taps | 77 | 8.780
repair buffers | 37 | 33.87
clock inverters | 1 | 0.3421
multi-input cells | 16 | 9.464
clock buffers | 3 | 3.763
Power is estimated from default activity; no workload was simulated.
