--- constraint.sdc ---
current_design adder

set clk_period 7.9
set clk_io_pct 0.2

create_clock -name clk0 -period $clk_period

set non_clock_inputs [all_inputs -no_clocks]
set_input_delay [expr $clk_period * $clk_io_pct] -clock clk0 $non_clock_inputs
set_output_delay [expr $clk_period * $clk_io_pct] -clock clk0 [all_outputs]
--- config.mk ---
export PLATFORM = sky130hd
export DESIGN_NAME = adder
export DESIGN_NICKNAME = adder
export VERILOG_FILES = /design/flow/design.v
export SDC_FILE = /design/flow/constraint.sdc
export NUM_CORES = 4
export LEC_CHECK = 1
export CORE_AREA = 10 10 77 77
export DIE_AREA = 0 0 87 87
--- design.v ---
module adder (
  input [15:0] dataa,
  input [15:0] datab,
  output [15:0] sum
);
  assign sum = dataa + datab;
endmodule
--- run.sh ---
#!/bin/bash
# OpenROAD 26Q1-2900-gdf79404cd8, Yosys 0.63+post, stock flow scripts
make -C /OpenROAD-flow-scripts/flow DESIGN_CONFIG=/design/flow/config.mk WORK_HOME=/design/flow/orfs finish
==> results_dict.tcl <==
# metrics dict for downstream scripts
set metrics [dict create \
    worstPathMaxFanout 3 \
    rsz0062_at_grt "false" \
    fp.dieW_um 87 \
    wl_per_cell_um 12.5 \
    diodes 0 \
    die_h_um 87 \
    flop_area_um2 0 \
    grt_pass1_wl_mm 4.00 \
    max_cap_viol_count 0 \
    yosys-stat-cells 98 \
    slew_headroom_pct 70.0 \
    finalCoreUtilization_pct 29.2 \
    warning_count 32 \
    yosys_warnings 0 \
    synth_cell_types 27 \
    first_global_vias 860 \
    ios 48 \
    hp-start "datab[0]" \
    hold_viol 0 \
    gp_congestion 0.800 \
    grt_max_degree 7 \
    wl_mm 2.47 \
    vias_per_cell 4.42 \
    die_area_mm2 0.00757 \
    yosysTopAreaCellShare_pct 25.9 \
    critPathRequiredTime_ns 6.32 \
    fin_tns_setup_ns 0 \
    antenna_found_initial 0 \
    fill_cells 477 \
    status "completed" \
    avgSynthCellArea_um2 7.39 \
    hpwlAfterDp_mm 2.28 \
    portBuffers 48 \
    cts_resized 0 \
    layout.area.comb_um2 713 \
    finalCritPeriodShare_pct 73.4 \
    drt-initial-drc-count 35 \
    synth_top_cell_by_area "ha_1" \
    netlist_area_um2 724 \
    pwr_density_cell_mw_per_mm2 84.0 \
    worstHoldPathType "primary input to primary output" \
    max_freq_mhz 172 \
    track_usage_pct 6.26 \
    nClkBuffers 0 \
    yosys-top-cells-count "17 x a21oi_1, 15 x ha_1, 10 x xnor2_1, 9 x nand2_1, 8 x o21ai_0" \
    ys_seq_share_pct 0 \
    p_leak_uw 0.000501 \
    rows 24 \
    period_needed_ns 5.80 \
    place_area_mm2 0.00127 \
    ys_area_um2 724 \
    drt.antenna.violating_nets 0 \
    synthCells 98 \
    final_layout_size_suffix_gt1_share_pct 2.74 \
    whs_path_depth 3 \
    end_kind "primary output" \
    drv_slew 0 \
    peakVddDrop_mv 0.0340 \
    hold_end "sum[0]" \
    firstDrtPassIters 4 \
    drc 0 \
    worstPathArrival_ns 4.22 \
    area_leaders "ha_1 26%, xnor2_1 12%, a21oi_1 12%" \
    flops 0 \
    setup_viol 0 \
    num_vias 876 \
    final_cell_area_mm2 0.00127 \
    initial_core_util_pct 16.6 \
    syn2layout_area_growth_pct 75.3 \
    coreArea_mm2 0.00435 \
    cts_setup_buffers 0 \
    grt_remaining_overflow 0 \
    cp-start-kind "primary input" \
    most_common_cell "a21oi_1" \
    worst_slew_pin_slew_ns 0.445 \
    crit_type "primary input to primary output" \
    hold_buffers 0 \
]
==> cell usage in the layout, fill, tap and decap left out <==
cell,count
nor3_1,3
mux2i_1,1
o211ai_1,3
a311oi_2,1
xor2_1,5
o22ai_1,1
fa_1,1
a211o_1,1
inv_1,3
ha_1,15
o41ai_2,1
or2_2,1
nor2b_1,2
a31oi_1,1
o21ai_0,8
nor2_1,2
nand2_1,9
clkdlybuf4s50_1,48
a21o_2,1
xnor2_1,10
a211oi_1,1
and3_1,1
o21bai_1,2
a311oi_1,1
nand3_1,4
a21oi_1,17
a21o_1,2
nor3b_1,1
==> how the worst max path moves through the flow <==
| stage | cells after the start | slack (ns) | startpoint | endpoint |
|---|---|---|---|---|
| after CTS | 9 | 2.08 | dataa[0] | sum[14] |
| after global routing | 9 | 1.94 | dataa[0] | sum[10] |
| final | 9 | 2.10 | dataa[0] | sum[10] |
==> layer usage <==
layer	vias to the layer above	GRT usage, %	routed length [µm]
li1	468	-	-
met1	385	8.27	1100
met2	23	10.5	1150
met3	0	1.79	219
met4	0	0	0
met5	-	0	0
==> report_power, final <==
part	switching, µW	internal, µW	leakage, µW
Combinational	39.1	67.5	0.000501
Clock	0	0	0
Sequential	0	0	0
Total	39.1	67.5	0.000501
==> area by class of cell <==
cell class                      count  area share [%]
Multi-Input combinational cell     95            56.2
Tap cell                           52            5.12
Inverter                            3           0.887
Timing Repair Buffer               48            37.8
==> worst max-delay path, stage by stage <==
cell             delay (ns)
clkdlybuf4s50_1        0.40
ha_1                   0.22
fa_1                   0.40
a21o_2                 0.25
a311oi_2               0.34
o21ai_0                0.21
a311oi_1               0.30
nor3_1                 0.07
clkdlybuf4s50_1        0.45
==> through the flow <==
step           hold slack, ns  setup slack [ns]  std cells  total power [µW]
3_5_place_dp             4.19              2.09        198               108
2_1_floorplan            3.23              3.13         98              47.5
6_report                 4.19              2.10        198               107
4_1_cts                  4.20              2.08        198               109
5_1_grt                  4.24              1.94        198               120
3_3_place_gp             4.20              2.08        198               108
==> logic make-up after synthesis <==
logic type	share of synthesized area [%]
compound gates	35.2
simple gates	15.0
fa+ha+maj	28.7
xor+xnor	18.1
buf+inv	1.55
mux	1.38
Power is estimated from default activity; no workload was simulated.
