<file path="flow/design.v">
module mult_control(
input clk,reset_a,start,
input [1:0] count,
output reg [1:0] input_sel,shift_sel,
output  [2:0] state_out,
output reg done,clk_ena,sclr_n
);
reg [2:0] state_out_reg,next_state;
localparam IDLE=3'b000;
localparam LSB=3'b001; 
localparam MID=3'b010; 
localparam MSB=3'b011; 
localparam CALC_DONE=3'b100; 
localparam ERR=3'b101; 
always@(posedge clk)
begin
if(~ reset_a)
	state_out_reg<=IDLE;
else
	state_out_reg<=next_state;
end
always@(*)
begin
done = 1'b0 ;
clk_ena = 1'b0 ;
sclr_n = 1'b1 ;
input_sel = 2'bxx ;
shift_sel =2'bxx ;
	case(state_out_reg)
		IDLE: begin
		if(start) begin
			next_state=LSB;
			clk_ena = 1'b1 ;
            sclr_n = 1'b0 ;
			end
		  else
	         next_state=IDLE;
	      end
  		LSB: begin
  		if(start==0 && count==2'b00) begin
			next_state=MID;
			input_sel = 2'b00 ;
            shift_sel =2'b00 ;
			clk_ena = 1'b1 ;
            sclr_n = 1'b1 ;
			end
		else
	       next_state=ERR;
	    end
		MID : begin
		if(start==0 && count==2'b01) begin
			next_state=MID;
			input_sel = 2'b01 ;
            shift_sel =2'b01 ;
            clk_ena = 1'b1 ;
            sclr_n = 1'b1 ;
			end
		     else if(start==0 && count==2'b10) begin
			next_state=MSB;
			input_sel = 2'b10 ;
            shift_sel =2'b01 ;
            clk_ena = 1'b1 ;
            sclr_n = 1'b1 ;
			end
		     else
			next_state=ERR;
	      end
		MSB:
		if(start==0 && count==2'b11) begin
			next_state=CALC_DONE;
			input_sel = 2'b11 ;
            shift_sel =2'b10 ;
            clk_ena = 1'b1 ;
             sclr_n = 1'b1 ;
			end
		   else
	        next_state=ERR;
 		CALC_DONE:
 		 if(start==0) begin
			next_state=IDLE;
			done = 1'b1 ;
			clk_ena = 1'b0 ;
            sclr_n = 1'b1 ;
	      end
		  else
	        next_state=ERR;
		ERR:
		if(start) begin
			next_state=LSB;
			clk_ena = 1'b1 ;
            sclr_n = 1'b0 ;
			end
		   else
	        next_state=ERR;
		default:next_state=state_out_reg;
	endcase
end
assign state_out = state_out_reg ;
endmodule
</file>
<file path="flow/run.sh">
#!/bin/bash
# OpenROAD 26Q1-2900-gdf79404cd8, Yosys 0.63+post, stock flow scripts
make -C /OpenROAD-flow-scripts/flow DESIGN_CONFIG=/design/flow/config.mk WORK_HOME=/design/flow/orfs finish
</file>
<file path="flow/config.mk">
export PLATFORM = sky130hd
export DESIGN_NAME = mult_control
export DESIGN_NICKNAME = mult_control
export VERILOG_FILES = /design/flow/design.v
export SDC_FILE = /design/flow/constraint.sdc
export NUM_CORES = 4
export LEC_CHECK = 1
export CORE_AREA = 10 10 70 70
export DIE_AREA = 0 0 80 80
</file>
<file path="flow/constraint.sdc">
current_design mult_control

set clk_period 2.5
set clk_io_pct 0.2

create_clock -name clk0 -period $clk_period [get_ports {clk}]

set non_clock_inputs [all_inputs -no_clocks]
set_input_delay [expr $clk_period * $clk_io_pct] -clock clk0 $non_clock_inputs
set_output_delay [expr $clk_period * $clk_io_pct] -clock clk0 [all_outputs]
</file>
==> results.yml <==
# synthesis and place-and-route metrics
synth:
  synth_area_um2: 300.3
  yosysUniqueCellTypes: 23
  ys_area_um2: 300.3
  ys.warnings.count: 1
  synth_top_area_share_pct: 20.00
  yosysTopAreaCell: "dfxtp_1"
  ys_ff: 3
  ys_seq_share_pct: 20.00
  syn_avg_cell_area_um2: 7.324
  synthTopCellsByArea: "dfxtp_1 (20%), nor2_1 (10%), a21oi_1 (6.7%)"
  netlist_instances: 41
  synth_stat.cells: 41
critical_path:
  startpoint_type: "input port"
  crit_top_cell: "clkdlybuf4s50_1"
  required_ns: 2.00
  worst-path-max-fanout: 7
  reg2reg_depth: 4
  slowest_stage: "clkdlybuf4s50_1"
  worstPathCellList: "clkdlybuf4s50_1, or2_4, o21ai_1, clkdlybuf4s50_1"
  critPathKind: "input port to output pin"
  critPathArrivalTime_ns: 1.92
  end_kind: "output pin"
  r2r_slack_ns: 1.24
  max_stage_delay_ns: 0.52
global_routing:
  grt_pass1_wl_mm: 1.614
  grt_overflow: 0
  antenna_found_initial: 0
  grt_max_degree: 13
  grt_pass1_vias: 362
  grt_use_total_pct: 2.937
floorplan:
  rows: 21
  fp_util_pct: 8.791
  die_y_um: 80
  die_area_um2: 6400
  dieWidth_um: 80
  ios: 15
  core-area_um2: 3416
detailed_routing:
  antenna_cells: 0
  via_count: 378
  drt-vias-per-instance: 3.436
  drcViolationCount: 0
  wl_per_cell_um: 9.100
  dr.first_iter.drc_count: 25
  postRouteWirelength_mm: 1.001
  dr.pass1.iters: 4
  ant_nets: 0
place:
  io_buffers: 14
  place_ws_ns: -0.1344
  place_inst: 103
  routabilityCongestion: 0.8298
  dp_hpwl_um: 742.5
final_timing:
  relSlewSlack_pct: 75.83
  final_max_slew_viol_count: 0
  clock.fmax_ghz: 0.4126
  finalClockPeriodUsage_pct: 96.95
  skew_ns: 0.0005000
  hold_viol: 0
  rsz0062_at_grt: "false"
  layout_setup_ws_ns: 0.07619
  hold_ws_ns: 0.5780
  worstMarginPinSlew_ns: 0.3620
  min_period_ns: 2.424
  setup_violations: 0
clock_network:
  cts_hold_buf: 0
  cts_sinks: 3
  clock-root-buffer: "clkbuf_4"
  cts_tree: "built"
  numCtsBuffers: 3
  clock_latency_ns: 0.23
  htreeDepth: 1
  clkSlewWorstSetupHoldPaths_ns: 0.04
  clockBufferDepth: 2
pwr:
  ir_drop_v: 0.0001332
  power.leakage_nw: 0.2131
  power_density_nw_per_um2: 379.6
outcome:
  status: "finished, final reports clean"
finish:
  largest_reg_flops: 3
  layout-drive-gt1-share_pct: 28.13
  finish.utilization_pct: 16.74
  n_fill_cell: 388
  area_delta_synth_final_pct: 90.42
  fin_cells: 110
run:
  maxCapViolations: 0
  warnings: 25
hold_path:
  hold_depth: 1
  hold_path_class: "flip-flop to flip-flop"
## path summary, 6_finish.rpt
kind | start | end
setup / recovery | start | clk_ena
hold / removal | state_out_reg[1]$_SDFFE_PN0P_ | state_out_reg[1]$_SDFFE_PN0P_
setup reg to reg | state_out_reg[0]$_SDFFE_PN0P_ | state_out_reg[2]$_SDFFE_PN0P_
hold reg to reg | state_out_reg[1]$_SDFFE_PN0P_ | state_out_reg[1]$_SDFFE_PN0P_
## through the flow
stage	setup TNS [ns]	total power [W]	instance area, µm²
2_1_floorplan	0	0.00008958	300.3
3_3_place_gp	-0.1757	0.0001250	511.7
3_5_place_dp	-0.1605	0.0001257	511.7
4_1_cts	0	0.0002209	563.0
5_1_grt	0	0.0002345	571.8
6_report	0	0.0002171	571.8
## kinds of logic after synthesis
family | after synthesis | synth area share [%]
simple gates | 18 | 32.92
compound gates | 11 | 26.66
buf+inv | 6 | 11.67
xor+xnor | 3 | 8.752
flops | 3 | 20.00
## power by group
group           total, W  internal [W]  switching (W)
logic          0.0000723     0.0000464      0.0000259
registers      0.0000605     0.0000516     0.00000894
clock network  0.0000842     0.0000598      0.0000245
## synth_stat cells
cell      n
nand2_1   2
o21ai_1   1
a211oi_2  1
nor2_1    8
xnor2_1   2
o221a_2   1
nand3b_1  1
nand2b_1  2
a21oi_1   4
inv_1     3
and4_1    1
a21boi_0  1
nor3_2    1
buf_6     1
buf_4     1
or2_4     1
a31oi_1   2
buf_2     1
xor2_1    1
o221a_1   1
nor3_1    1
nor4b_1   1
dfxtp_1   3
## timing repair
action / in CTS / in global routing
pin swaps: 1 / 0
hold endpoints to repair: 0 / 0
endpoints found under the setup margin: 2 / 1
gates resized: 3 / 2
setup buffers: 3 / 0
## placed cells by master, fill, tap and decap left out, types with 2 or more instances in the layout
master and instances:
a31oi_1 2, clkbuf_4 3, nor2_1 8, dfxtp_1 2, nand2b_1 2, xnor2_1 2, inv_1 3, nand2_1 2
clkdlybuf4s50_1 12, a21oi_1 4, dlygate4sd2_1 2, buf_4 8, nor3_2 2
## layout make-up
cell class / count / area, µm² / share of cell area [%]
Multi-Input combinational cell: 32 / 217.7 / 38.07
Timing Repair Buffer: 22 / 197.7 / 34.57
Tap cell: 46 / 57.56 / 10.07
Sequential cell: 3 / 61.31 / 10.72
Inverter: 3 / 11.26 / 1.969
Clock buffer: 4 / 26.28 / 4.595
## routing by layer
layer / global-route usage (%) / up-vias / wire length (µm)
met5: 0 / - / 0
met4: 0.7042 / 0 / 22
met3: 1.364 / 2 / 124
met2: 4.575 / 15 / 403
met1: 3.576 / 174 / 451
li1: - / 187 / -
## worst max-delay path, delay by kind of cell
family	cells	cell delay [ns]
AND/OR/NAND/NOR	1	0.30
buffers and inverters	2	1.00
AND-OR/OR-AND	1	0.12
Power figures rest on the tool's default switching activity, not on a simulated workload.
